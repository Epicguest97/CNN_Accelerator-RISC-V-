**flow/design.v**
```verilog
`timescale 1ns / 1ps
module relu (
    input signed [15:0] feature_map_in [0:35],   
    output reg [15:0] feature_map_out [0:35]  
);
    genvar i;
    generate
        for (i = 0; i < 36; i = i + 1) begin : relu_logic
            assign feature_map_out[i] = (feature_map_in[i] < 0) ? 16'b0 : feature_map_in[i];
        end
    endgenerate
endmodule
```
**flow/run.sh**
```bash
#!/bin/bash
# OpenROAD 26Q1-2900-gdf79404cd8, Yosys 0.63+post, stock flow scripts
make -C /OpenROAD-flow-scripts/flow DESIGN_CONFIG=/design/flow/config.mk WORK_HOME=/design/flow/orfs finish
```
**flow/config.mk**
```make
export PLATFORM = sky130hd
export DESIGN_NAME = relu
export DESIGN_NICKNAME = relu
export VERILOG_FILES = /design/flow/design.v
export SDC_FILE = /design/flow/constraint.sdc
export NUM_CORES = 4
export LEC_CHECK = 1
export CORE_AREA = 10 10 442 442
export DIE_AREA = 0 0 452 452
export SYNTH_HDL_FRONTEND = slang
```
**flow/constraint.sdc**
```tcl
current_design relu

set clk_period 1.0
set clk_io_pct 0.2

create_clock -name clk0 -period $clk_period

set non_clock_inputs [all_inputs -no_clocks]
set_input_delay [expr $clk_period * $clk_io_pct] -clock clk0 $non_clock_inputs
set_output_delay [expr $clk_period * $clk_io_pct] -clock clk0 [all_outputs]
```
==> changes_impl.md <==
### Implementation results

* Synth mux share at 0%
* Most frequent cells in the layout: and2b_2 (532), dlygate4sd2_1 (318), buf_2 (263)
* Leakage Power at just over 10 nW
* Final Core Density at 11.76%
* Max_cap viols at 0
* Worst endpoint required time at 0.80 ns
* Clock buffer count at 0
* Combinational share of power at 100.0%
* Crit. End Element: output port
* Cell Type Count at 4
* Share of cells above drive strength 1 at 76.38%
* Simple share at 92.04%
* Ys Warns at 0
* Flop count at 0
* Switching power of the nets at 4.131 mW
* Chip area at 204300 µm²
* Outcome: finished with violations
* Dominant comb cell: simple AND/OR/NAND/NOR gates
* DRC at 0
* Die height at 452 µm
* Routed WL at 175000 µm
* Maximum clock frequency at 0.8577 GHz
* Power Density at ~430 nW/µm²
* Initial DRC count at 565
* Register share of total power at 0%
* Largest net degree at the start of global routing at 10
* Core area at 185400 µm²
* First-pass GRT wire length at 199800 µm
* Initial antenna violation count at between 200 and 250
* Final Critical Period at approximately 1.2 ns
* Cts hold-fix bufs at 0
* Final setup violation count at 221
* Synth Area in Adders at 0%
* Yosys stat area at 5139 µm²
* Die Width at 452 µm
* Post-Syn Instances at 613
* Violated checks: negative setup slack
* Setup CP Type: in2out
* Crit path max fanout at 4
* Row count at 158
* IO Count at 1152
* Placed cell count at 4246
* Critical path arrival at between 0.9 and 1 ns
* Total global routing track utilization at around 17%
* Total tool warning count at 34
* Vias in the first global route at 10430
* Top logic cell by instance count in the layout: and2b_2
* Critical Path Start Type: input port
* Pre-CTS WS at -1.142 ns
* Mean Syn Cell Area at 8.383 µm²
* Worst-case vdd ir drop at 0.0001724 V
* Antenna-violating nets left at 0
* Total vias in the final route at ~10000
* Wire length per cell at 39.91 µm
* Placer congestion estimate at 1.070
* XOR Share, Synth at 0%
* Hold/Removal Path Class: in2out
* Reg area at 0 µm²
* Vias per std cell at between 2 and 2.5
* Yosys Instances at about 600
* Synth Seq Share at 0%
* Gr ovfl total at 0
* DP HPWL at ~170000 µm
* Post-Syn Area at 5139 µm²
* Port buffer count at 1116
* Complex Gates by Area at 0%
* FP Core Util at approximately 2.8%
* Pre-antenna DRT Iters at 5
* Sw Ratio at 43.80%
* Fin crit share at 116.6%
* Share of power burned in the clock network at 0%
* Area growth syn-to-layout at 324.3%
* Final hold violations at 0
* Final WS setup at -0.1659 ns
* RSZ-0062 raised after global routing: yes
* Finished Layout Cells at 4384
* Int Power at 5.300 mW
* Max Slew Vio Count at 0
## power by group through the flow
stage,logic (mW),registers [mW],clock network [mW]
4_1_cts,9.73,0,0
5_1_grt,9.81,0,0.00000165
6_report,9.43,0,0.00000926
## critical path, stage by stage
cell	delay, ns
buf_12	0.12
buf_8	0.13
buf_12	0.12
and2b_2	0.27
buf_6	0.11
## metal layers
metal | vias to the layer above | GRT usage (%) | wire, µm
li1 | 4277 | - | -
met1 | 4950 | 17.70 | 60360
met2 | 896 | 30.20 | 90640
met3 | 290 | 8.172 | 20820
met4 | 60 | 1.281 | 2744
met5 | - | 0 | 394
## through the flow
stage               cell area [µm²]  power, mW  hold slack, ns  TNS [ns]
global route                  21650      9.809          0.7540    -12.47
CTS                           21790      9.730          0.7400    -22.82
global placement              21370      9.775           1.117   -374.62
detailed placement            21370      9.701           1.112   -374.07
floorplan                      5270      1.174          0.4974         0
finish                        21800      9.431          0.7410    -9.881
## kinds of logic (layout without fill, tap and decap cells)
logic type	after synthesis	in the layout
buffers and inverters	72	1253
other	1	111
AND/OR/NAND/NOR	540	540
## cell type report
type	count	area, µm²
repair buffers	1253	13640
well taps	2480	3103
multi-input cells	576	4875
fillers	21490	163600
diodes	75	187.7
## synth_stat cells, drive strengths merged
library cell  count  share of area, %
buf              36               5.3
and2b           540                92
conb              1             0.073
clkbuf           36               2.6
## final timing paths
path | from | endpoint | slack (ns) | depth (start not counted)
worst max-delay path | feature_map_in[127] | feature_map_out[122] | -0.17 | 5
worst min-delay path | feature_map_in[387] | feature_map_out[387] | 0.74 | 3
## what timing repair did
action / CTS / global route
hold endpoints to repair: 0 / 0
pin swaps: 0 / 0
cloned: 27 / 0
setup endpoints to repair: 540 / 376
gates resized: 2690 / 142
setup buffers: 60 / 3
Power figures rest on the tool's default switching activity, not on a simulated workload.
