--- /design/flow/config.mk ---
export PLATFORM = sky130hd
export DESIGN_NAME = maxpool
export DESIGN_NICKNAME = maxpool
export VERILOG_FILES = /design/flow/design.v
export SDC_FILE = /design/flow/constraint.sdc
export NUM_CORES = 4
export LEC_CHECK = 1
export CORE_AREA = 10 10 330 330
export DIE_AREA = 0 0 340 340
export SYNTH_HDL_FRONTEND = slang
--- /design/flow/design.v ---
`timescale 1ns / 1ps
module maxpool (
    input [15:0] feature_map_in [0:35],   
    output reg [15:0] feature_map_out [0:8]   
);
    integer i, j;
    reg [15:0] max_val;
    always @(*) begin
        for (i = 0; i < 3; i = i + 1) begin
            for (j = 0; j < 3; j = j + 1) begin
                max_val = feature_map_in[(2*i)*6 + (2*j)];   
                max_val = (feature_map_in[(2*i)*6 + (2*j+1)] > max_val) ? feature_map_in[(2*i)*6 + (2*j+1)] : max_val;
                max_val = (feature_map_in[(2*i+1)*6 + (2*j)] > max_val) ? feature_map_in[(2*i+1)*6 + (2*j)] : max_val;
                max_val = (feature_map_in[(2*i+1)*6 + (2*j+1)] > max_val) ? feature_map_in[(2*i+1)*6 + (2*j+1)] : max_val;
                feature_map_out[i*3 + j] = max_val;
            end
        end
    end
endmodule
--- /design/flow/constraint.sdc ---
current_design maxpool

set clk_period 19.7
set clk_io_pct 0.2

create_clock -name clk0 -period $clk_period

set non_clock_inputs [all_inputs -no_clocks]
set_input_delay [expr $clk_period * $clk_io_pct] -clock clk0 $non_clock_inputs
set_output_delay [expr $clk_period * $clk_io_pct] -clock clk0 [all_outputs]
--- /design/flow/run.sh ---
#!/bin/bash
# OpenROAD 26Q1-2900-gdf79404cd8, Yosys 0.63+post, stock flow scripts
make -C /OpenROAD-flow-scripts/flow DESIGN_CONFIG=/design/flow/config.mk WORK_HOME=/design/flow/orfs finish
==> impl_metrics.py <==
# Auto-generated metrics
metrics = {
    "outcome": {
        "status": "finished clean",
    },
    "grt": {
        "grt_pass1_vias": 18300,
        "grt_use_total": 0.140,
        "grt_first_pass_wirelength_um": 121000,
        "grt_start_max_net_pins": 40,
        "antenna_found_initial": 40,
        "overflow": 0,
    },
    "floorplan": {
        "dieArea_mm2": 0.116,
        "io_pins": 720,
        "rows": 117,
        "die_x_um": 340,
        "core_area_mm2": 0.102,
        "fp-utilization": 0.163,
        "die_y_um": 340,
    },
    "final_timing": {
        "whs_ns": 8.81,
        "slew_violations": 0,
        "relSlewSlack": 0.368,
        "fin_crit_sh": 0.816,
        "tightest_slew_ns": 0.938,
        "fin_setup_tns_ns": 0,
        "hold_viol": 0,
        "clock.fmax_mhz": 62.2,
        "setup_viol": 0,
        "min_period_ns": 16.07,
        "rsz0062_at_grt": "no",
    },
    "synth": {
        "synth_cells": 2197,
        "syn_area_mm2": 0.0165,
        "ys_seq_share": 0,
        "yosysWarnings": 0,
        "synth_cell_types": 66,
        "yosys_area_mm2": 0.0165,
        "synth.avg_cell_area_um2": 7.53,
        "ys_cells": 2197,
    },
    "run": {
        "warnings": 32,
        "maxCapViolations": 0,
    },
    "power": {
        "seq_power_share": 0,
        "p_sw_frac": 0.457,
        "combinationalPowerShare": 1.000,
        "p_leak_nw": 12.8,
        "total_power_w": 0.00112,
        "pwr-share-clk": 0,
        "power.switching_w": 0.000510,
        "powerDensity_mw_per_mm2": 43.6,
        "internal_power_w": 0.000605,
        "max-vdd-ir-drop_v": 0.0000388,
    },
    "routing": {
        "dr_total_vias": 18300,
        "drtIter0Drc": 1016,
        "viasPerCell": 4.27,
        "routedWlPerCell_um": 19.7,
        "drtAntennaViolNets": 0,
        "routed_wl_um": 84400,
        "route.detailed.drc": 0,
        "drt_pass1_iterations": 7,
    },
    "clocking": {
        "hold_buffers": 0,
        "cts_setup_buffers": 0,
        "ctsResizeCount": 0,
    },
    "placed_design": {
        "hpwl_um": 78100,
        "place.gp.congestion": 0.980,
        "numPortBuffers": 720,
    },
    "finish": {
        "ff_count": 0,
        "lay_top_cells": "clkdlybuf4s50_1 (720), ha_1 (430), inv_1 (429)",
        "flop_area_um2": 0,
        "syn_to_final_growth_pct": 54.6,
        "fin_util": 0.252,
        "layout-drive-gt1-share": 0.0705,
        "layout_top_cell_excl_fill_tap": "clkdlybuf4s50_1",
        "clkbuf_count": 0,
    },
    "worst_setup_path": {
        "worstSetupEndpointType": "output port",
        "critPathMaxFanout": 16,
        "crit_type": "input pin to output port",
        "required_ns": 15.76,
        "arrival_ns": 12.13,
        "startpoint_type": "input pin",
    },
    "hold_path": {
        "hp-class": "input pin to output port",
    },
}
==> metal layers <==
layer	wire length (um)	part of all wire	global-route usage	up-vias
met1	37900	0.45	0.187	8155
met2	37800	0.45	0.224	608
met3	7210	0.085	0.0416	80
li1	-	-	-	9386
met4	1280	0.015	0.0221	30
met5	179	0.0021	0	-
==> power by group through the flow <==
stage / clock (W) / combinational [W] / sequential (W)
finish: 0.0000000000825 / 0.00112 / 0
global route: 0.0000000000817 / 0.00123 / 0
CTS: 0 / 0.00113 / 0
==> logic make-up after synthesis <==
family | share of synthesized area
buffers and inverters | 0.114
AND-OR/OR-AND | 0.183
AND/OR/NAND/NOR | 0.139
adder cells (fa/ha/maj) | 0.325
multiplexers | 0.238
XOR/XNOR | 0.000529
==> cells in the mapped netlist, drive strengths merged (7+ instances only) <==
cell type / instances / area (um2)
nor3: 33 / 170
o211ai: 9 / 72.6
a31o: 17 / 149
a222oi: 16 / 160
buf: 28 / 153
a21o: 100 / 751
and4: 9 / 78.8
nand2b: 13 / 81.3
inv: 429 / 1610
ha: 430 / 5380
nor2: 86 / 323
o21a: 31 / 233
o31ai: 7 / 67.6
nand4: 93 / 597
nand2: 71 / 267
mux2: 121 / 1370
a21oi: 142 / 711
nand3: 83 / 415
mux2i: 257 / 2570
o21ai: 81 / 413
clkbuf: 31 / 116
nor4: 12 / 96.3
a31oi: 8 / 50.1
nor2b: 24 / 150
==> final timing paths <==
check | slack [ns] | cells past startpoint | endpoint | startpoint
hold / removal | 8.81 | 4 | feature_map_out[41] | feature_map_in[73]
setup / recovery | 3.63 | 27 | feature_map_out[119] | feature_map_in[539]
==> through the flow <==
| step | cell area, um2 | std cells | worst slack [ns] |
|---|---|---|---|
| finish | 25600 | 4276 | 3.63 |
| global route | 25600 | 4275 | 3.17 |
| CTS | 25600 | 4263 | 3.72 |
| detailed placement | 25600 | 4263 | 3.75 |
| global placement | 25600 | 4263 | 3.71 |
| floorplan | 16500 | 2197 | 5.44 |
==> worst max-delay path, cell delays in order <==
cell and delay (ns):
clkdlybuf4s50_1 0.76, inv_1 0.10, ha_1 0.30, and4_1 0.20, a221oi_1 0.56, o221ai_1 0.28
nand2_1 0.28, buf_4 0.28, mux2_2 0.37, inv_1 0.06, ha_1 0.16, nand4_1 0.36
nor4_1 0.65, nand2_1 0.10, o31ai_1 0.25, o211ai_2 0.11, buf_4 0.24, mux2i_1 0.21
ha_1 0.36, a21o_1 0.11, a21o_1 0.10, a21oi_1 0.06, o21ai_0 0.15, nand3_1 0.27
a31oi_4 0.77, mux2i_1 0.44, clkdlybuf4s50_1 0.55
==> cell type report <==
type                       count  area [um2]
fill                       10900       76200
antenna                       13        32.5
inverter                     429        1610
tap                         1368        1710
multi-input combinational   1709       14800
timing repair buffer         757        7480
Power and IR drop assume default switching activity.
