### design.v
`timescale 1ns / 1ps
module conv_layer (
    input [15:0] feature_map_in [0:35],   
    output reg [15:0] feature_map_out [0:35]  
);
    integer i, j, m, n;
    reg [15:0] kernel [0:8];   
    reg [15:0] sum;
    initial begin
        kernel[0] = 1; kernel[1] = 1; kernel[2] = 1;
        kernel[3] = 1; kernel[4] = 1; kernel[5] = 1;
        kernel[6] = 1; kernel[7] = 1; kernel[8] = 1;
    end
    always @(*) begin
        for (i = 0; i < 6; i = i + 1) begin
            for (j = 0; j < 6; j = j + 1) begin
                sum = 0;
                for (m = 0; m < 3; m = m + 1) begin
                    for (n = 0; n < 3; n = n + 1) begin
                        if ((i+m < 6) && (j+n < 6)) begin
                            sum = sum + feature_map_in[(i+m)*6 + (j+n)] * kernel[m*3 + n];
                        end
                    end
                end
                feature_map_out[i*6 + j] = sum;
            end
        end
    end
endmodule
### run.sh
#!/bin/bash
# OpenROAD 26Q1-2900-gdf79404cd8, Yosys 0.63+post, stock flow scripts
make -C /OpenROAD-flow-scripts/flow DESIGN_CONFIG=/design/flow/config.mk WORK_HOME=/design/flow/orfs finish
### config.mk
export PLATFORM = sky130hd
export DESIGN_NAME = conv_layer
export DESIGN_NICKNAME = conv_layer
export VERILOG_FILES = /design/flow/design.v
export SDC_FILE = /design/flow/constraint.sdc
export NUM_CORES = 4
export LEC_CHECK = 1
export CORE_UTILIZATION = 50
export SYNTH_HDL_FRONTEND = slang
### constraint.sdc
current_design conv_layer

set clk_period 17.7
set clk_io_pct 0.2

create_clock -name clk0 -period $clk_period

set non_clock_inputs [all_inputs -no_clocks]
set_input_delay [expr $clk_period * $clk_io_pct] -clock clk0 $non_clock_inputs
set_output_delay [expr $clk_period * $clk_io_pct] -clock clk0 [all_outputs]
==> out/results.tsv <==
metric	value	unit
status	completed	
vias after detailed routing	86998	
Final min period	14910	ps
fill count	19074	
Die H	482	um
Yosys warning total	0	
Leakage	75.3	nW
hold-fix buffers at CTS	0	
crit path to	feature_map_out[255]	
Fin. Hold Viols	0	
Crit path arrival time	11370	ps
Top logic family	adder cells	
gp weighted congestion	1.07	
chip area	232000	sq um
crit path DRT	14160	ps
gr usage total	44.5	%
worst path bufs/invs	7	
sw frac	53.5	%
Final HPWL DP	452000	um
highest net fanout along the worst path	6	
Mapped Area	115000	sq um
ao+oa area frac	4.66	%
CP dominant cell by count	fa_1	
met2 Resource Use GR	67.1	%
CP top delay family	adder cells	
drt wl/cell	29.4	um
GR peak layer	met2	
total power	45.9	mW
1st-iter DRT viols	3639	
post-CTS sizing	0	
via density per instance	5.34	
Tool Warnings	68	
pre-CTS worst setup slack	2780	ps
slew of the pin with the lowest slew margin	1410	ps
endpoint type of the worst setup path	primary output	
Psw	24.5	mW
post-synthesis cell type count	62	
post-synthesis mux area share	0.0174	%
layout cells sized above 1	1.66	%
Slew Viols, Final	0	
final wirelength	480000	um
fin crit share	84.2	%
synthesized area per cell	9.65	sq um
routing usage on met3	24.6	%
Internal Power	21.3	mW
Top-Level Pins	1152	
first-pass GRT wire length	666000	um
RSZ-0062 raised after global routing	false	
num sequential	0	
Core ar.	228000	sq um
initial antenna violation count	106	
vias in the first global route	96419	
largest net degree at the start of global routing	11	
total of max-cap violations	0	
Mapped Cells	11942	
fmax	0.0671	GHz
max incr delay on CP	630	ps
Cell Rows	175	
XORs/XNORs by Area	6.46	%
most frequent cells in the layout	inv_1, ha_1, fa_1	
GR Overflow Total	0	
Worst path depth	24	
Core Util, Final	57.8	%
and+or+nand+nor area frac	2.92	%
ys cells	11942	
GR Layer Usage met1	49.9	%
Flop area	0	sq um
DRC	0	
Hold WC Path Type	in2out	
Rel. slew slack	5.58	%
worst setup margin	2790	ps
crit path from	feature_map_in[211]	
Pwr Density	348	nW/um^2
setup TNS	0	ps
Port Buffer Count	1152	
FA/HA/MAJ Cells, Area Fraction	72.2	%
CP max stage cell	a2111oi_2	
most numerous logic cell after layout	inv_1	
final count of negative-setup-slack endpoints	0	
maximum vdd drop	690	uV
Core Util at FP	50.5	%
Chip Width	482	um
register share after synthesis	0	%
drt first pass iters	6	
Placed Area	132000	sq um
worst-path cell chain	clkdlybuf4s50_1, buf_4, ha_1, xor2_1, ha_1, inv_1, fa_1, inv_1, fa_1, inv_1, fa_1, inv_1, fa_1, ha_1, ha_1, fa_1, a21o_1, a21o_1, a211oi_2, nor3_1, a2111oi_2, a21oi_1, xnor2_1, clkdlybuf4s50_1	
Synth-to-Final Area Change	14.3	%
Post-CTS Setup Repair Bufs	0	
Yosys chip area	115000	sq um
startpoint types	input port	
Finished Cell Area	132000	sq um
Routed Antenna Nets	0	
Crit Path Class	in2out	
clkbuf count	0	
[through the flow]
stage | std cells | hold WS, ps
floorplan | 11942 | 7150
global placement | 16228 | 7990
detailed placement | 16228 | 7990
CTS | 16228 | 8000
global route | 16265 | 8030
finish | 16298 | 7990
[cell usage after synthesis, drive strengths merged, types with 19 or more instances]
cell type  number  area (sq um)
a21o          114           856
ha           3392         42400
nand2b         21           131
nor3           58           290
inv          4181         15700
nand4          35           219
a2111o         19           214
o31ai          20           150
nor4           78           488
and4           19           166
o21ai         110           551
xor2          191          1680
and2           22           140
a21oi         281          1440
o21a           59           443
o21bai         56           420
nor2          160           601
nand2         109           409
xnor2         656          5760
buf            26           160
nor2b          26           163
nand3          23           115
or4            30           225
a31o           21           184
and3           27           169
fa           2034         40700
[kinds of logic after synthesis]
group,Yosys count
AOI/OAI and AO/OA,807
buffers and inverters,4218
muxes,2
adders and majority gates,5426
and+or+nand+nor,642
xor gates and xnor gates,847
[per-layer routing]
metal	wire [um]	part of all wire [%]
met5	701	0.15
met4	35800	7.5
met3	65400	14
met2	217000	45
met1	161000	34
[power by group through the flow]
| stage | Clock [mW] | Sequential, mW | Combinational, mW |
|---|---|---|---|
| 4_1_cts | 0 | 0 | 45.8 |
| 5_1_grt | 0.000000282 | 0 | 49.3 |
[how the worst min path moves through the flow]
stage                         startpoint                   to  slack (ps)  depth (start not counted)
after CTS             feature_map_in[15]  feature_map_out[15]        8000                          2
after global routing  feature_map_in[15]  feature_map_out[15]        8030                          2
final                 feature_map_in[15]  feature_map_out[15]        7990                          2
[final cells by class]
type               count  area (sq um)  area share [%]
diodes                70           175           0.133
inverters           4181         15700            11.9
multi-input cells   7724         99400            75.4
well taps           3009          3760            2.86
repair buffers      1314         12700            9.67
Power is estimated from default activity; no workload was simulated.
